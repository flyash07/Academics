===== design/flow/run.sh =====
#!/bin/bash
# OpenROAD 26Q1-2900-gdf79404cd8, Yosys 0.63+post, stock flow scripts
make -C /OpenROAD-flow-scripts/flow DESIGN_CONFIG=/design/flow/config.mk WORK_HOME=/design/flow/orfs finish

===== design/flow/config.mk =====
export PLATFORM = sky130hd
export DESIGN_NAME = pe16_4
export DESIGN_NICKNAME = pe16_4
export VERILOG_FILES = /design/flow/design.v
export SDC_FILE = /design/flow/constraint.sdc
export NUM_CORES = 4
export LEC_CHECK = 1
export CORE_AREA = 10 10 70 70
export DIE_AREA = 0 0 80 80
export SYNTH_HDL_FRONTEND = slang

===== design/flow/constraint.sdc =====
current_design pe16_4

set clk_period 3.0
set clk_io_pct 0.2

create_clock -name clk0 -period $clk_period

set non_clock_inputs [all_inputs -no_clocks]
set_input_delay [expr $clk_period * $clk_io_pct] -clock clk0 $non_clock_inputs
set_output_delay [expr $clk_period * $clk_io_pct] -clock clk0 [all_outputs]

===== design/flow/design.v =====
module pe16_4(en,i,y,z);
  input en;
  input [15:0]i;
  integer k;
  output reg z;
  output reg [3:0]y;
  always @(en,i)
  begin
    if(en==1)
      begin
      z=1;
      if (i==0) z=0;
      for(k=15;k>=0;k=k-1)
         if (i[k]==1) y=k;
      end
    else begin y=4'bzzzz;z=0; end 
  end
endmodule

==> Changelog: implementation <==
## Implementation

- Tcrit/Tclk final: 0.890
- Hold Vio Cnt, Final: 0
- Area leader, netlist: dlxtp_1
- Critical path capture point type: output pin
- Antenna cells: 0
- WP data arrival: 2.07 ns
- Cell leakage power: 0.230 nW
- Max reg flops: 4
- Fmax: 374 MHz
- Most common cell in the synthesized netlist: nor2_1
- Overall die width: 80 um
- Synth top area share: 0.240
- Starting Density: 0.0733
- Status: complete, no violations
- DRC: 0
- Setup_tns: 0 ns
- Drt via density: 3.22
- Complex Gates by Area: 0.210
- Seq cells post-synth: 4
- Ys Warns: 0
- Max-cap violation count: 0
- Startpoint types: input pin
- Number of DRC markers in iteration 0: 7
- RSZ-0062 raised after global routing: false
- Drt pass-1 iters: 2
- Yosys stat cell total: 33
- Synth Area in XOR/XNOR: 0
- Multiplexer area fraction after synthesis: 0
- Syn Area/Cell: 7.58 um^2
- Synth top cells by count: nor2_1, dlxtp_1, or4_4
- Die ar.: 6400 um^2
- Measured slew at the worst slew-check pin: 0.385 ns
- Gr busiest metal: met2
- Simple-Gate Fraction of Synth Area: 0.535
- Min Hold Slack: 1.69 ns
- Top cells by area: dlxtp_1, or4_4, nor2_1
- Row cnt: 21
- Flip-flops with a built-in enable: 0
- Yosys chip area: 250 um^2
- Main logic family: simple AND/OR/NAND/NOR gates
- Fillers: 384
- Setup Fix Bufs, Post-CTS: 0
- Initial antenna violation count: 0
- Post-Route WL: 1030 um
- Final min period: 2.67 ns
- Met2 Usage GRT: 0.0626
- WL per Instance: 9.67 um
- I/O pins: 22
- Unique cell types: 17
- Slew headroom: 0.740
- Core Area: 3420 um^2
- Power Density: 92.2 nW/um^2
- Area of the mapped netlist: 250 um^2
- WP data required: 2.40 ns
- GRT met3 Usage: 0.00795
- Slew Limit Fails: 0
- Die Y: 80 um
- Final HPWL DP: 986 um
- Share of layout cells above drive strength 1: 0.167
- Global-route wire length before repair: 1480 um
- Hold Path Class: input pin to output pin
- Maximum vdd drop: 15.1 uV
- Total congestion overflow: 0
- GR Util All Layers: 0.0282
- Endpoints failing setup: 0
- Vias in the first global route: 322
- Ys async rst share: 0
- Critical path class: input pin to output pin
- Synth Instances: 33
- Synthesis-to-layout area growth: 132%
- IO buf count: 22
- Max FO, Critical Path: 2
- Endpoints left unconstrained: 8
- OpenROAD warnings: 32
- Met1 Use GR: 0.0245
- Final Non-Filler Cells: 106
- Final RePlAce weighted congestion: 0.709
- Register pins left without a clock: 4
- Synth Flop Type: dlxtp_1
- Fa+ha+maj area frac: 0
- Via count: 341
- DRT antenna net count: 0
- Placed cell count: 106
- Largest net degree at the start of global routing: 6
[final cells by class]
| class | instances | area [um^2] | area share |
|---|---|---|---|
| well taps | 46 | 57.6 | 0.0989 |
| multi-input cells | 28 | 195 | 0.335 |
| flip-flops and latches | 4 | 60.1 | 0.103 |
| inverters | 1 | 3.75 | 0.00645 |
| repair buffers | 27 | 265 | 0.456 |
[through the flow]
step / util / cell area (um^2) / setup WS (ns) / total power [mW]
after CTS: 0.168 / 574 / 0.00861 / 0.0553
final: 0.170 / 582 / 0.329 / 0.0537
after detailed placement: 0.166 / 566 / -0.0237 / 0.0546
after global placement: 0.166 / 566 / -0.00644 / 0.0537
after global routing: 0.170 / 582 / 0.289 / 0.0590
after floorplan: - / 250 / 0.922 / 0.0135
[logic make-up (layout without fill, tap and decap cells)]
family | count (synthesis) | in the layout
AOI/OAI and AO/OA | 7 | 7
and+or+nand+nor | 21 | 21
latches | 4 | 4
buffers and inverters | 1 | 28
[worst max-delay path: stages]
cell             delay [ns]
clkdlybuf4s50_1        0.42
or4_4                  0.56
nor4_4                 0.29
nor2b_1                0.06
dlymetal6s2s_1         0.13
[routing by layer]
| layer | wire [um] | vias to the layer above | share of wire |
|---|---|---|---|
| met3 | 99 | 0 | 0.097 |
| met4 | 0 | 0 | 0 |
| li1 | - | 185 | - |
| met5 | 0 | - | 0 |
| met2 | 598 | 8 | 0.58 |
| met1 | 327 | 148 | 0.32 |
[path summary, 6_finish.rpt]
path	slack (ns)	to	from	cells past startpoint
setup / recovery	0.33	z	i[6]	5
hold / removal	1.69	z	i[7]	5
[cell usage in the layout, fill, tap and decap left out]
| cell type | count |
|---|---|
| a31oi_1 | 1 |
| nor2_1 | 8 |
| buf_4 | 5 |
| o21ai_0 | 2 |
| nand2_1 | 1 |
| or3b_2 | 1 |
| inv_1 | 1 |
| or4_4 | 3 |
| a221oi_1 | 1 |
| nor4_4 | 1 |
| dlymetal6s2s_1 | 3 |
| nand2b_1 | 2 |
| nor2b_1 | 2 |
| o311ai_0 | 1 |
| or3_1 | 2 |
| clkdlybuf4s50_1 | 19 |
| a311o_1 | 1 |
| a311oi_1 | 1 |
| or4_1 | 1 |
| dlxtp_1 | 4 |
[report_power, final]
part	leakage, nW	total [mW]	switching [mW]	internal, mW
clock network	0	0	0	0
logic	0.201	0.0505	0.0157	0.0348
registers	0.0298	0.00320	0.000493	0.00271
[repair_timing]
action | CTS | global route
pin swaps | 1 | 3
hold buffers | 0 | 0
endpoints found under the setup margin | 1 | 1
gates resized | 1 | 3
Power and IR drop assume default switching activity.
