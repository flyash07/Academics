### design.v
module mux16(a,s,f);
input [15:0]a;
input [3:0]s;
output f;
wire g,h;
mux8to1 m1(a[7:0],s[2:0],g);
mux8to1 m2(a[15:8],s[2:0],h);
mux2to1 m3(g,h,s[3],f);
endmodule
module mux8to1(w,s,f);
input [7:0]w;
input [2:0]s;
output reg f;
always@(w,s)
begin
	case (s)
		0:f=w[0];
		1:f=w[1];
		2:f=w[2];
		3:f=w[3];
		4:f=w[4];
		5:f=w[5];
		6:f=w[6];
		7:f=w[7];
	endcase
end 
endmodule
module mux2to1 (w0, w1, s, f1);
input w0, w1, s;
output f1;
assign f1 = s ? w1 : w0;
endmodule
### run.sh
#!/bin/bash
# OpenROAD 26Q1-2900-gdf79404cd8, Yosys 0.63+post, stock flow scripts
make -C /OpenROAD-flow-scripts/flow DESIGN_CONFIG=/design/flow/config.mk WORK_HOME=/design/flow/orfs finish
### config.mk
export PLATFORM = sky130hd
export DESIGN_NAME = mux16
export DESIGN_NICKNAME = mux16
export VERILOG_FILES = /design/flow/design.v
export SDC_FILE = /design/flow/constraint.sdc
export NUM_CORES = 4
export LEC_CHECK = 1
export CORE_AREA = 10 10 70 70
export DIE_AREA = 0 0 80 80
export SYNTH_HDL_FRONTEND = slang
### constraint.sdc
current_design mux16

set clk_period 1.8
set clk_io_pct 0.2

create_clock -name clk0 -period $clk_period

set non_clock_inputs [all_inputs -no_clocks]
set_input_delay [expr $clk_period * $clk_io_pct] -clock clk0 $non_clock_inputs
set_output_delay [expr $clk_period * $clk_io_pct] -clock clk0 [all_outputs]
==> qor.txt <==
core box area - 0.00342 mm^2
Init Core Util - 0.0579
flop count - 0
Post-Syn Area - 198 um^2
RSZ-0062 raised after global routing - false
Yosys warnings - 0
Clock power frac - 0
initial antenna violation count - 0
setup ws final - 0.0301 ns
critical-path cell list - buf_8, buf_12, mux2_4, a311oi_2, o32ai_1, buf_2
gr ovfl total - 0
WL per Instance - 10.8 um
CP max stage delay - 0.29 ns
largest net degree at the start of global routing - 8
Worst-Margin Slew - 0.265 ns
largest fanout on the critical path - 5
Mapped Avg Cell Area - 9.41 um^2
Routed WL - 970 um
Commonest Layout Cell - dlygate4sd2_1
final hold vios - 0
ANT cells - 0
most frequent cells in the layout - 10 x dlygate4sd2_1, 4 x clkdlybuf4s15_1
Reg area - 0 um^2
sequential share of power - 0
yosys cell count - 21
final RePlAce weighted congestion - 0.816
Hold Crit Class - primary input to output port
chip width - 80 um
Tool Warnings - 32
vias per cell - 3.08
CP startpoint kind - primary input
Via Count - 277
CP max-delay cell - mux2_4
share of layout cells above drive strength 1 - 0.500
Peak VDD IR - 0.0000630 V
Port Buffers - 21
Dominant cell area share - 0.152
status - finished, final reports clean
Pre-antenna DRT Iters - 2
Pleak - 0.202 nW
Final Setup Violations - 0
cell taking the most area after synthesis - mux2i_1
Int Power - 0.0000681 W
Die ar. - 0.00640 mm^2
Gate power share - 1.000
required time of the critical path - 1.44 ns
cycle use final - 0.983
Switching Share - 0.356
dpl hpwl - 760 um
gr usage total - 0.0296
crit path DAT - 1.41 ns
P per Cell Area - 201 mW/mm^2
Switching Power - 0.0000376 W
top cells by area, synth - mux2i_1 15%, buf_6 11%, a311oi_1 8.9%, mux2_4 7.6%, nor3b_1 7.6%
DRC - 0
First DRT Iteration DRCs - 1
Fmax achieved - 565 MHz
Die Height - 80 um
Layout clock buffers - 0
Synth cell types - 16
vias in the first global route - 336
Synth Seq Share - 0
post-placement setup slack - -0.738 ns
row cnt - 21
first-pass GRT wire length - 1.56 mm
IO Pins - 21
Max Cap Viol - 0
Post-CTS Hold Fix Bufs - 0
Final ANT Viol Nets - 0
Crit Path Class - primary input to output port
Power Total - 0.000106 W
Worst slew margin - 0.821
crit end category - output port
Post-CTS Repair Setup Buffers - 0
Period minus WS final - 1.77 ns
yosys synthesis chip area - 198 um^2
Mapped Cells - 21
Final Max Tran Viols - 0
area grow syn2layout - 166%
==> final timing paths <==
| path | depth (start not counted) | end | slack (ns) | start |
|---|---|---|---|---|
| worst max-delay path | 6 | f | 0.03 | s[0] |
| worst min-delay path | 5 | f | 1.21 | s[0] |
==> power by group through the flow <==
stage / Sequential, W / Clock, W / Combinational, W
final: 0 / 0 / 0.000106
after global routing: 0 / 0 / 0.000114
after CTS: 0 / 0 / 0.000103
==> metrics by stage <==
stage / cell area, um^2 / cells / util / hold slack [ns] / setup TNS, ns
3_5_place_dp: 472 / 89 / 0.138 / 1.72 / -0.738
2_1_floorplan: 198 / 21 / - / 0.767 / 0
6_report: 527 / 90 / 0.154 / 1.21 / 0
4_1_cts: 514 / 90 / 0.151 / 1.22 / 0
3_3_place_gp: 472 / 89 / 0.138 / 1.71 / -0.746
5_1_grt: 527 / 90 / 0.154 / 1.25 / 0
==> synthesized netlist by cell type <==
| cell type | instances |
|---|---|
| a21oi_1 | 1 |
| a211oi_2 | 1 |
| nor3b_2 | 1 |
| nor3b_1 | 2 |
| clkbuf_8 | 1 |
| nand3_1 | 1 |
| mux2_2 | 1 |
| mux2_4 | 1 |
| o41ai_1 | 1 |
| o32ai_1 | 1 |
| nand2b_1 | 1 |
| a211oi_1 | 1 |
| buf_6 | 2 |
| nor4_1 | 1 |
| a311oi_1 | 2 |
| mux2i_1 | 3 |
==> routing by layer <==
| layer | global-route usage | share of wire | up-vias |
|---|---|---|---|
| met5 | 0 | 0 | - |
| met4 | 0 | 0 | 0 |
| met2 | 0.0281 | 0.20 | 21 |
| met3 | 0.0182 | 0.16 | 0 |
| li1 | - | - | 135 |
| met1 | 0.0508 | 0.64 | 121 |
==> critical path, delay by kind of cell <==
family	cells	cell delay, ns
AOI/OAI and AO/OA	2	0.39
buffers and inverters	3	0.37
muxes	1	0.29
==> logic make-up after synthesis <==
kind of cell / share of synthesized area
buffers and inverters: 0.184
multiplexers: 0.285
AND/OR/NAND/NOR: 0.228
AND-OR/OR-AND: 0.304
==> timing repair <==
action | CTS | global route
gates cloned | 1 | 0
resized | 41 | 6
setup endpoints to repair | 1 | 1
pin swaps | 9 | 5
==> cell type report <==
class	count	area, um^2
Timing Repair Buffer	26	258
Tap cell	46	57.6
Fill cell	398	2890
Multi-Input combinational cell	18	211
Power and IR drop assume default switching activity.
