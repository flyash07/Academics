$ cat run.sh
#!/bin/bash
# OpenROAD 26Q1-2900-gdf79404cd8, Yosys 0.63+post, stock flow scripts
make -C /OpenROAD-flow-scripts/flow DESIGN_CONFIG=/design/flow/config.mk WORK_HOME=/design/flow/orfs finish
$ cat config.mk
export PLATFORM = sky130hd
export DESIGN_NAME = adder4
export DESIGN_NICKNAME = adder4
export VERILOG_FILES = /design/flow/design.v
export SDC_FILE = /design/flow/constraint.sdc
export NUM_CORES = 4
export LEC_CHECK = 1
export CORE_AREA = 10 10 70 70
export DIE_AREA = 0 0 80 80
export SYNTH_HDL_FRONTEND = slang
$ cat constraint.sdc
current_design adder4

set clk_period 2.9
set clk_io_pct 0.2

create_clock -name clk0 -period $clk_period

set non_clock_inputs [all_inputs -no_clocks]
set_input_delay [expr $clk_period * $clk_io_pct] -clock clk0 $non_clock_inputs
set_output_delay [expr $clk_period * $clk_io_pct] -clock clk0 [all_outputs]
$ cat design.v
module adder4(a,b,k,s,cout);
input [3:0]a,b;
input k;
output [3:0]s;
output cout;
wire [2:0]c;
assign i1=b[0]^k;
assign i2=b[1]^k;
assign i3=b[2]^k;
assign i4=b[3]^k;
full_adder add1(a[0],i1,k,s[0],c[0]);
full_adder add2(a[1],i2,c[0],s[1],c[1]);
full_adder add3(a[2],i3,c[1],s[2],c[2]);
full_adder add4(a[3],i4,c[2],s[3],cout);
endmodule
module full_adder(a,b,cin,s,cout);
input a,b,cin;
output s,cout;
assign s=(a^b)^cin;
assign cout=(a&b)|(b&cin)|(a&cin);
endmodule
==> COMMIT_EDITMSG <==
Update PnR metrics after Yosys + OpenROAD run

- The flow ran to the end, and the final reports show no timing, DRC or antenna violations.
- CP startpoint kind: input pin
- The final layout reports a setup TNS of 0 ns.
* I/O pin count: 14
- The detailed router finished its first iteration with 0 violations.
- The filler cells instantiated in the layout total 413.
- Max Used Layer: met3
* Area added between synthesis and finish: 124%
- Number of diodes: 0
- The slowest stage of the critical path is the fa_2 cell.
* Hold path startpoint: a[0]
- The overall die size recorded for this design is 6400 um^2.
- HPWL after DPL: about 550 um
- Vert. Die Dim: about 80 um
- VDD IR-drop max: 38.1 uV
- Critical path class: in -> out
- Pin count of the biggest net entering global routing: 5
- After technology mapping, the gate count stands at 16.
* Sum of met2 wire segment lengths after detailed routing: 176 um
* Wirelength, routed: about 570 um
- Shortest clock period the worst path allows after layout: approximately 2.8 ns
- Post-route period utilization is reported as 0.979.
- Most common cell after layout, fill and taps aside: clkdlybuf4s50_1
* Amount of wire on met3 after detailed routing: around 150 um
* Warnings from Yosys: 0
- Crit path max fanout: 4
- Count of clock-net buffers in the final layout: 0
- All stages included, the depth of the critical timing path comes to 8.
- Broken down by cell family, the worst path's largest delay share belongs to adder cells.
* Share of the synthesized area in the top cell type: 0.397
* Fraction of final layout cells with drive strength greater than 1: 0.464
* Cell depth of the worst hold path: 4
* Count of endpoints failing setup in the final report: 0
* Detailed-routing wirelength on met1: around 240 um
- The number of global-route vias before repair is 155.
- Number of vias after detailed routing: 125
* End point of the worst hold path: s[0]
* CP bufs+invs: 4
- Data arrival time at the worst-slack endpoint: 2.26 ns
- Wire length of the first global-routing pass: approximately 840 um
- The top cell types in the final layout, fill and taps aside, are clkdlybuf4s50_1 (6), fa_2 (3).
- For this design the static power due to leakage is around 0.14 nW.
* CTS hold repair buffers: 0
- Post-DP Area: 334 um^2
* Net switching power figure: 21.3 uW
* Flip-flop and latch count: 0
* Max-cap check violation count: 0
- Sorting the Yosys area breakdown by cell type puts at the top fa_1.
* P_int: about 43 uW
- Proportion of power drawn by flip-flops and latches: 0
- Per STA, the library cell used most along the worst path is fa_2.
- Required time reported for the critical path endpoint: 2.32 ns
- Tally of OpenROAD warnings: 36
* Cell row count: 21
- For the pin with the worst max-slew slack, the measured transition is between 0.2 and 0.25 ns.
- The count of nets left with antenna violations once routing finished came out at 0.
- The synthesized netlist occupies a cell area of 151 um^2.
- Static timing analysis puts the maximum clock frequency at 0.352 GHz.
- According to the floorplan report, the die width is around 80 um.
- Antenna violations before repair: 0
- Number of vias per cell: 1.69
* Mean cell area of the mapped netlist: 9.46 um^2
- RSZ-0062 raised after global routing: no
* Number of detailed-route iterations in the first pass: 1
* Sum of internal, switching and leakage power: about 64 uW
- During placement, the flow inserted port buffers numbering 14.
- Before CTS, the worst setup slack after placement is -0.688 ns.
* Register area: 0 um^2
* Crit path capture type: primary output
* Final WS setup: 0.0614 ns
- Synth top area cells: fa_1 (40%), buf_4 (20%), xor2_1 (17%)
- Hold Fails Final Rpt: 0
- Per the gpl log, the routability congestion estimate is 0.740.
- Detailed-route DRC error count: 0
* Floorplan core density: 0.0443
- OpenSTA lists the critical path startpoint as k.
* Slew headroom: 0.846
* Sw frac: 0.331
* Combinational cell fraction of total power: 1.000
- GRT overflow: 0
* Power density over cell area: 190 nW/um^2
* Worst min-delay path class: in -> out
- The power report attributes to the clock group a share of 0.
- Standard cell core area: around 3400 um^2
* Cell count listed in synth_stat.txt: 16
- Routed wirelength normalized by instance count: 7.65 um
- The synthesized netlist contains 6 unique library cells.
* Peak per-stage delay on the critical path: about 0.56 ns
- Slew Limit Fails: 0
* Cells along the critical path: buf_2 -> mux2_4 -> fa_2 -> inv_2 -> fa_2 -> inv_2 -> fa_2 -> buf_6
* Post-route cell area: 339 um^2
- For this run, the register share of the synthesized area comes to 0.
- Overall track demand over capacity in global routing: 0.0174
- The area recorded from the Yosys report for this design is 151 um^2.
==> routing by layer <==
metal,global-route usage,vias up
met3,0.0193,0
li1,-,64
met5,0,-
met1,0.0213,50
met4,0,0
met2,0.0209,11
==> cell type report <==
class                           instances  area, um^2  area share
Timing Repair Buffer                   16         141       0.417
Multi-Input combinational cell          8         125       0.369
Tap cell                               46        57.6       0.170
Inverter                                4        15.0      0.0443
==> power groups by stage <==
stage     logic [mW]  clock network (mW)  registers, mW
6_report      0.0644                   0              0
5_1_grt       0.0740                   0              0
4_1_cts       0.0603                   0              0
==> timing repair <==
| item | in CTS | in global routing |
|---|---|---|
| buffers inserted | 0 | 0 |
| setup endpoints to repair | 4 | 2 |
| resized | 20 | 8 |
| pin swaps | 2 | 3 |
==> cell families after synthesis <==
logic type / count (synthesis) / share of synthesized area
XOR/XNOR: 4 / 0.231
adder cells (fa/ha/maj): 3 / 0.397
buffers and inverters: 8 / 0.297
multiplexers: 1 / 0.0744
==> worst max path at each step <==
stage         endpoint  slack, ns
CTS               s[3]      -0.05
global route      s[3]      0.005
finish            s[3]       0.06
==> stage by stage <==
step           hold WS [ns]    util  cells
6_report               1.82  0.0993     74
2_1_floorplan          1.27       -     16
5_1_grt                1.84  0.0993     74
4_1_cts                1.85  0.0985     74
3_5_place_dp           2.22  0.0978     74
3_3_place_gp           2.21  0.0978     74
==> Yosys cell counts <==
library cell,number
buf_4,4
fa_1,3
inv_1,4
mux2_2,1
xnor2_1,1
xor2_1,3
Power is estimated from default activity; no workload was simulated.
